==> config.mk <==
export PLATFORM = sky130hd
export DESIGN_NAME = mul
export DESIGN_NICKNAME = mul
export VERILOG_FILES = /design/flow/design.v
export SDC_FILE = /design/flow/constraint.sdc
export NUM_CORES = 4
export LEC_CHECK = 1
export CORE_AREA = 10 10 70 70
export DIE_AREA = 0 0 80 80
==> constraint.sdc <==
current_design mul

set clk_period 1.0
set clk_io_pct 0.2

create_clock -name clk0 -period $clk_period

set non_clock_inputs [all_inputs -no_clocks]
set_input_delay [expr $clk_period * $clk_io_pct] -clock clk0 $non_clock_inputs
set_output_delay [expr $clk_period * $clk_io_pct] -clock clk0 [all_outputs]
==> design.v <==
module mul (am, ma0, ma1, bm, mb0, mb1, q0, q1, q2);
  input      am;
  input      ma0;
  input      ma1;
  input      bm;
  input      mb0;
  input      mb1;
  output     q0;
  output     q1;
  output     q2;
  wire      am;
  wire      ma0;
  wire      ma1;
  wire      bm;
  wire      mb0;
  wire      mb1;
  reg     q0;
  reg     q1;
  reg     q2;
  assign q0 = (ma0 & mb0) ^ (ma0 & mb1)  ^ (ma1 & mb0);
  assign q1 = (ma1 & mb1) ^ (am & mb1)  ^ (ma1 & bm);
  assign q2 = (am & bm)   ^ (am & mb0)  ^ (ma0 & bm);
endmodule
==> run.sh <==
#!/bin/bash
# OpenROAD 26Q1-2900-gdf79404cd8, Yosys 0.63+post, stock flow scripts
make -C /OpenROAD-flow-scripts/flow DESIGN_CONFIG=/design/flow/config.mk WORK_HOME=/design/flow/orfs finish
==> results.toml <==
# implementation run metrics
[layout]
regArea_sq_um = 0
most-common-layout-cells = "buf_4, buf_6, buf_2"
lay_top_count = "buf_4"
seq_cell_count = 0
drive_gt1_frac = 0.692
clkbuf_count = 0
area_delta_synth_final_pct = 219
logic_area_sq_um = 114
fill_cells = 408
final_area_sq_um = 292

[critical_path]
worst_path_max_delay_cell = "mux2_4"
path_class = "input port to primary output"
end_kind = "primary output"
critPathTopFamily = "multiplexers"
start_kind = "input port"
crit_chain = "buf_6 > mux2_4 > a32o_1 > buf_2"
worstPathRequired_ps = 800
cp_max_fo = 2
critPathBufInv = 2
critPathArrivalTime_ps = 890
slowest_delay_ps = 280

[timing]
hold_violations = 0
period_minus_slack_ps = 1090
fmax_ghz = 0.916
finalSetupViolCount = 2
setup_slack_ps = -91.3
finalClockPeriodUsage = 1.09
tightest_slew_ps = 123
max_slew_margin = 0.915
rsz0062_at_grt = "yes"
drv_slew = 0

[global_routing]
grt_pass1_vias = 131
grt_pass1_wl_microns = 683
grt_remaining_overflow = 0
grt_max_degree = 5
antenna_found_initial = 0
grtUsageTotal = 0.0122

[floorplanning]
die.size.y_microns = 80
initial_core_util = 0.0267
die_area_sq_mm = 0.00640
core_sq_mm = 0.00342
floorplan.rows = 21
die_w_microns = 80
ioPinCount = 9

[power_and_ir_drop]
p_seq_frac = 0
switchingPower_mw = 0.0312
power.internal_mw = 0.0708
p_per_area_mw_per_mm2 = 350
comb_power_share = 1.000
power_switching_share = 0.306
p_leak_nw = 0.126
p_clk_frac = 0
ir_drop_uv = 40.9

[placement]
dpl_cell_area_sq_um = 277
port_buffers = 9
dp_slack_ps = -879
hpwl_microns = 361
gp_congestion = 0.784

[hold_path]
whs_endpoint = "q2"
hold_class = "input port to primary output"
whs_path_depth = 4
hold_start = "am"

[status]
violations = "setup timing"
outcome = "finished with violations"

[detailed_routing]
drc = 0
drt_first_pass_iters = 3
routed_wirelength_microns = 430
viasPerCell = 2.00
ant_nets = 0
wl_per_cell_microns = 5.97
antenna_cells = 0
drt-initial-drc-count = 9
num_vias = 144

[synthesis]
post-synth-top-area-fraction = 0.247
ys_cells = 12
ys_types = 8
synth_cells = 12
area_leaders = "mux2_2, a32o_1, nand2b_1, mux2i_1, xnor2_1"
ys_chip_area_sq_um = 91.3
yosysTopAreaCell = "mux2_2"
yosys_warnings = 3
syn-mean-instance-area_sq_um = 7.61
ys_seq_share = 0
syn_area_sq_um = 91.3

[clock_network]
cts_hold_buf = 0

[flow_run]
max_cap_viol_count = 0
warnings = 34
timing repair:
item / in CTS / in global routing
cloned: 0 / 0
gates resized: 43 / 3
buffers inserted: 0 / 0
endpoints found under the setup margin: 3 / 3
pin swaps: 2 / 0
endpoints found under the hold margin: 0 / 0
through the flow:
step | instances | TNS [ps] | total power, mW | hold WS (ps) | utilization
floorplan | 12 | 0 | 0.0249 | 432 | -
global placement | 72 | -2510 | 0.0987 | 1420 | 0.0810
detailed placement | 72 | -2510 | 0.0988 | 1420 | 0.0810
CTS | 72 | -199 | 0.101 | 749 | 0.0835
global route | 72 | -251 | 0.111 | 770 | 0.0853
finish | 72 | -181 | 0.102 | 751 | 0.0853
worst max path at each step:
stage     from  to  slack, ps  cells past startpoint
4_1_cts    ma1  q1       -100                      4
5_1_grt    mb0  q0       -120                      4
6_report   mb0  q0        -90                      4
cells by family after synthesis:
logic type | synth area share
compound gates | 0.219
mux | 0.356
simple gates | 0.329
xor+xnor | 0.0959
layout make-up:
type,instances,area share
multi-input cells,12,0.391
repair buffers,14,0.412
well taps,46,0.197
cell usage after synthesis (all sizes together):
master,n
nor2,2
nand2b,2
nand2,1
mux2i,1
mux2,2
xnor2,1
nor2b,1
a32o,2
routing by layer:
layer	part of all wire	GRT usage	vias up
met2	0.36	0.0161	7
met5	0	0	-
met4	0	0	0
met3	0.10	0.00341	0
met1	0.54	0.0198	64
li1	-	-	73
power by group through the flow:
stage / Clock [mW] / Sequential (mW) / Combinational [mW]
after CTS: 0 / 0 / 0.101
final: 0 / 0 / 0.102
after global routing: 0 / 0 / 0.111
No activity file was given, so power comes from the tool's default toggle rates.
