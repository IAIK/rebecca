<file path="flow/run.sh">
#!/bin/bash
# OpenROAD 26Q1-2900-gdf79404cd8, Yosys 0.63+post, stock flow scripts
make -C /OpenROAD-flow-scripts/flow DESIGN_CONFIG=/design/flow/config.mk WORK_HOME=/design/flow/orfs finish
</file>
<file path="flow/config.mk">
export PLATFORM = sky130hd
export DESIGN_NAME = keccak_sbox
export DESIGN_NICKNAME = keccak_sbox
export VERILOG_FILES = /design/flow/design.v
export SDC_FILE = /design/flow/constraint.sdc
export NUM_CORES = 4
export LEC_CHECK = 1
export CORE_UTILIZATION = 40
</file>
<file path="flow/constraint.sdc">
current_design keccak_sbox

set clk_period 1.2
set clk_io_pct 0.2

create_clock -name clk0 -period $clk_period [get_ports {ClkxCI}]

set non_clock_inputs [all_inputs -no_clocks]
set_input_delay [expr $clk_period * $clk_io_pct] -clock clk0 $non_clock_inputs
set_output_delay [expr $clk_period * $clk_io_pct] -clock clk0 [all_outputs]
</file>
<file path="flow/design.v">
`timescale 1ns/1ns
module keccak_sbox
  #(parameter SHARES = 3
  , parameter CHI_DOUBLE_CLK = 0
  , parameter LESS_RAND = 0
  , parameter DOM_PIPELINE = 1
  , parameter IOTA_XOR = 0
  )
  ( input  wire ClkxCI
  , input  wire RstxRBI
  , input  wire IotaRCxDI
  , input  wire[SHARES*5-1:0] InputxDI
  , input  wire[(SHARES*SHARES-SHARES)/2*5-1:0] ZxDI
  , output  reg[SHARES*5-1:0] OutputxDO
  );
  localparam NUM_FF = DOM_PIPELINE ? (SHARES*SHARES)*5 : (SHARES*SHARES - SHARES)*5;
  reg[NUM_FF-1:0] FFxDN, FFxDP;
  always @(*) begin : SBOX
    integer i, j, x0, x1, x2, ff_idx, rand_idx;
    reg result;
    reg[4:0] S, T;
    FFxDN = {NUM_FF{1'b0}};
    for(x0 = 0; x0 < 5; x0=x0+1) begin
      x1 = (x0 + 1) % 5;
      x2 = (x0 + 2) % 5;
      for (i = 0; i < SHARES; i=i+1) begin
        result = 1'b0;
        S = InputxDI[i*5 +: 5];
        for (j = 0; j < SHARES; j=j+1) begin
          T = InputxDI[j*5 +: 5];
          if (i == j) begin
            if (DOM_PIPELINE) begin
              ff_idx = i*SHARES + i;
              if (LESS_RAND && i >= SHARES-2) begin
                FFxDN[ff_idx*5 + x0] = ~S[x1] & S[x2];
              end else begin
                FFxDN[ff_idx*5 + x0] = S[x0] ^ (~S[x1] & S[x2]);
              end
              result = result ^ FFxDP[ff_idx*5 + x0];
            end else begin
              if (LESS_RAND && i >= SHARES-2) begin
                result = result ^ (~S[x1] & S[x2]);
              end else begin
                result = result ^ S[x0] ^ (~S[x1] & S[x2]);
              end
            end
          end else if (i < j) begin
            rand_idx = i + j*(j-1)/2;
            if (DOM_PIPELINE) begin
              ff_idx = i*SHARES + j;
            end else begin
              ff_idx = i*(SHARES-1) + j-1;
            end
            if (LESS_RAND && rand_idx == (SHARES*SHARES-SHARES)/2-1) begin
              FFxDN[ff_idx*5 + x0] = (S[x1] & T[x2]) ^ S[x0];
            end else begin
              FFxDN[ff_idx*5 + x0] = (S[x1] & T[x2]) ^ ZxDI[rand_idx*5 + x0];
            end
            result = result ^ FFxDP[ff_idx*5 + x0];
            if (IOTA_XOR && i == 0 && x0 == 0 && rand_idx==0) begin
              FFxDN[ff_idx*5 + x0] = IotaRCxDI ^ FFxDN[ff_idx*5 + x0];
            end
          end else if (i > j) begin
            rand_idx = j + i*(i-1)/2;
            if (DOM_PIPELINE) begin
              ff_idx = i*SHARES + j;
            end else begin
              ff_idx = i*(SHARES-1) + j;
            end
            if (LESS_RAND && rand_idx == (SHARES*SHARES-SHARES)/2-1) begin
              FFxDN[ff_idx*5 + x0] = (S[x1] & T[x2]) ^ S[x0];
            end else begin
              FFxDN[ff_idx*5 + x0] = (S[x1] & T[x2]) ^ ZxDI[rand_idx*5 + x0];
            end
            result = result ^ FFxDP[ff_idx*5 + x0];
          end
        end
        OutputxDO[i*5 + x0] = result;
      end
    end
  end
  if(CHI_DOUBLE_CLK) begin
    always @(negedge ClkxCI or negedge RstxRBI) begin
      if(~RstxRBI)       FFxDP <= {NUM_FF{1'b0}};
      else  FFxDP <= FFxDN;
    end
  end
  else begin
    always @(posedge ClkxCI or negedge RstxRBI) begin
      if(~RstxRBI)       FFxDP <= {NUM_FF{1'b0}};
      else FFxDP <= FFxDN;
    end
  end
endmodule
</file>
==> impl_summary.log <==
[flow] summary of implementation run
[metrics] Area Growth Syn to Fin: 36.5%
[metrics] sum of negative setup slack: -1.95 ns
[metrics] overall track demand over capacity in global routing: 15.3%
[metrics] vias in the first global route: between 1000 and 1500
[metrics] pin count of the biggest net entering global routing: around 46
[metrics] RD Place Congestion: about 0.75
[metrics] Simple-Gate Fraction of Synth Area: between 10% and 20%
[metrics] Top-area cell share: 56.4%
[metrics] fin. max-slew vios: 0
[metrics] Post-Synthesis Cell Area: around 2000 um2
[metrics] number of antenna violations at the first check in global routing: 0
[metrics] Max Cap Violations: 0
[metrics] Clock power frac: between 20 and 30%
[metrics] most area-hungry cell type in the Yosys netlist: dfrtp_1
[metrics] number of buffers inserted by port buffering: around 46
[metrics] peak supply drop: ~0.61 mV
[metrics] CP Capture Type: output port
[metrics] CTS tree: done
[metrics] clock slew at the register clock pins of the worst setup and hold paths: around 0.080 ns
[metrics] core area: ~4800 um2
[metrics] first-pass GRT wire length: between 5000 and 6000 um
[metrics] Die Y: about 73 um
[metrics] final-layout worst hold slack: -0.0926 ns
[metrics] number of cell instances after yosys synthesis: around 170
[metrics] leading registers by flop count: FFxDP x45
[metrics] kind of path behind the tightest hold check: primary input to async pin
[metrics] P_leak: about 1.1 nW
[metrics] Cell area leaders: dfrtp_1 56%, xnor2_1 33%, nand2_1 5.6%
[metrics] detailed-route wire length: ~3400 um
[metrics] part of the total power dissipated in sequential elements: between 40 and 50%
[metrics] number of warnings issued by yosys: 1
[metrics] post-route design area: 2730 um2
[metrics] deepest level of the CTS H-tree: 2
[metrics] final cell count without fillers: 302
[metrics] Crit path required time: approximately 0.96 ns
[metrics] net load switching power: roughly 0.83 mW
[metrics] horizontal die size: ~73 um
[metrics] worst setup path class: register to output port
[metrics] Num Clock Sinks: around 45
[metrics] buffer type at the clock tree root: clkbuf_8
[metrics] switching share of power: roughly a quarter
[metrics] number of placed I/O pins: roughly 48
[metrics] Avg Inst Size Synth: ~12 um2
[metrics] buffers from clock root to sink, at most: 2
[metrics] Site Rows: 25
[metrics] data arrival at the endpoint of the critical path: 1.13 ns
[metrics] final setup margin: -0.173 ns
[metrics] violated checks: negative hold slack, negative setup slack
[metrics] total internal power: 2.71 mW
[metrics] Post-DRT Antenna Nets: 0
[metrics] cts bufs inserted: 5
[metrics] detailed-route via count: roughly 1300
[metrics] post-synthesis adder-cell area fraction: 0%
[metrics] total die size: around 5300 um2
[metrics] total power per unit cell area: roughly 1300 nW/um2
[metrics] flops out of synthesis: approximately 45
[metrics] Routed wire per std cell: around 11 um
[metrics] minimum period implied by the final worst setup slack: between 1 and 1.5 ns
[metrics] Post-synth mux share: 0%
[metrics] XOR/XNOR Fraction of Synth Area: 32.9%
[metrics] first-pass detailed-route iteration total: 3
[metrics] Remaining Overflow, GRT: 0
[metrics] violation count after the first detailed-routing iteration: 36
[metrics] ANT cells: 0
[metrics] cell count after synthesis: 166
[metrics] largest fanout on the critical path: 1
[metrics] post-detailed-placement half-perimeter wirelength: 2480 um
[metrics] instance count after placement with tap cells included: about 290
[metrics] Init Core Util: a little over two fifths
[metrics] DP Area: 2660 um2
[metrics] final-report setup violation count: 15
[metrics] complex-gate fraction of the synthesized area: 0%
[metrics] register with the highest flop count: FFxDP
[metrics] setup repair after global routing missed its margin: yes
[metrics] DRC violation count after routing: 0
[metrics] combinational power share: roughly 23%
[metrics] number of hold violations in the final report: 45
[metrics] crit path launch type: register
[metrics] dominant kind of combinational cell: XOR/XNOR gates
[metrics] slew at the pin closest to its max-slew limit: around 0.32 ns
[metrics] setup repair bufs after CTS: 0
[metrics] result of the run: complete, but fails checks
[metrics] share of the yosys chip area belonging to registers: between 50% and 60%
[metrics] max FFs per register: 45
[metrics] summed standard-cell area reported by yosys: about 2000 um2
[metrics] count of cell types in the netlist: 5
[metrics] headroom to the max-slew limit: 78.5%
[metrics] peak clock frequency supported by timing: about 730 MHz
[metrics] vias per cell: a little over 4
[metrics] crit share post-route: 114%
[metrics] number of warnings in the stage logs: 30
[metrics] fraction of layout cells with a size suffix above 1: 19.1%
layer usage:
layer  vias up  wire length [um]  track usage [%]
met5         -                 0                0
li1        636                 -                -
met4         0                49             1.74
met2        29              1670             25.1
met3         5               165             3.36
met1       581              1550             22.3
power by group through the flow:
stage / registers [mW] / logic [mW] / clock network [mW]
CTS: 1.74 / 0.801 / 1.02
global route: 1.76 / 0.879 / 1.10
finish: 1.74 / 0.796 / 0.993
final timing paths:
path                       startpoint       endpoint  slack [ns]  cells after the start
worst min-delay path          RstxRBI      FFxDP[35]       -0.09                      2
max in group asynchronous     RstxRBI       FFxDP[8]        1.08                      2
worst max-delay path        FFxDP[32]  OutputxDO[12]       -0.17                      3
min in group clk0            ZxDI[11]      FFxDP[26]        0.57                      2
cells in the final DEF, fill, tap and decap left out:
cell / n
xnor2_1: 70
dfrtp_1: 45
nand2_1: 30
clkdlybuf4s50_1: 30
buf_2: 16
nand2b_1: 15
buf_4: 15
clkbuf_8: 7
xnor2_2: 5
clkinv_2: 1
buf_12: 1
logic make-up after synthesis:
group,after synthesis
and+or+nand+nor,45
DFF,45
xor gates and xnor gates,75
buffers and inverters,1
worst max-delay path, stage by stage, from the launching register on:
cell and delay [ns]:
dfrtp_1 0.40, xnor2_2 0.17, xnor2_1 0.15, buf_2 0.13
per-stage QoR:
stage | total power, mW | hold WS (ns) | worst slack [ns] | util (%)
6_report | 3.53 | -0.0926 | -0.173 | 57.3
2_1_floorplan | 2.14 | -0.0556 | 0.202 | -
3_3_place_gp | 2.70 | 0.231 | -0.228 | 56.0
3_5_place_dp | 2.71 | 0.235 | -0.239 | 56.0
5_1_grt | 3.74 | -0.0781 | -0.260 | 57.3
4_1_cts | 3.56 | -0.0847 | -0.184 | 56.7
synthesized netlist by cell type, drive strengths merged:
| cell type | count |
|---|---|
| buf | 1 |
| dfrtp | 45 |
| nand2 | 30 |
| nand2b | 15 |
| xnor2 | 75 |
final cells by class:
class,instances,area [um2]
Fill cell,411,2030
Sequential cell,45,1130
Multi-Input combinational cell,120,901
Timing Repair Buffer,62,513
Clock buffer,7,96.3
Tap cell,67,83.8
Clock inverter,1,5.00
timing repair:
action                                  in CTS  in global routing
pin swaps                                   30                  9
endpoints found under the setup margin      15                 15
hold endpoints to repair                    45                 45
resized                                     46                  4
Power figures rest on the tool's default switching activity, not on a simulated workload.
